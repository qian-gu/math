<file path="constraint.sdc">
current_design mult_div

set clk_period 5.7
set clk_io_pct 0.2

create_clock -name clk0 -period $clk_period [get_ports {clk_i}]

set non_clock_inputs [all_inputs -no_clocks]
set_input_delay [expr $clk_period * $clk_io_pct] -clock clk0 $non_clock_inputs
set_output_delay [expr $clk_period * $clk_io_pct] -clock clk0 [all_outputs]
</file>
<file path="run.sh">
#!/bin/bash
# OpenROAD 26Q1-2900-gdf79404cd8, Yosys 0.63+post, stock flow scripts
make -C /OpenROAD-flow-scripts/flow DESIGN_CONFIG=/design/flow/config.mk WORK_HOME=/design/flow/orfs finish
</file>
<file path="design.v">
package math_pkg;
  typedef enum integer {
      MBE_I   = 0,
      MBE_II  = 1,
      MBE_III = 2,
      MBE_IV  = 3
  } mbe_e;
  typedef enum logic [2 : 0] {
    SLL = 3'b000,
    SRL = 3'b100,
    SRA = 3'b101,
    SLB = 3'b011,
    SRB = 3'b111
  } shift_mode_e;
  typedef enum logic [3 : 0] {
    DIRECT_UP         = 4'b0000,
    DIRECT_DOWN       = 4'b0001,
    DIRECT_TO_ZERO    = 4'b0010,
    DIRECT_AWAY_ZERO  = 4'b0011,
    NEAREST_UP        = 4'b1000,
    NEAREST_DOWN      = 4'b1001,
    NEAREST_TO_ZERO   = 4'b1010,
    NEAREST_AWAY_ZERO = 4'b1011,
    NEAREST_EVEN      = 4'b1100,
    NEAREST_ODD       = 4'b1101
  } round_mode_e;
endpackage
module mult_div
#(
  parameter int unsigned InDw = 8,
  localparam int unsigned OutDw = InDw * 2
) (
  input  logic               clk_i,
  input  logic               rst_ni,
  input  logic [1 : 0]       tc_mode_i,   
  input  logic               operator_i,  
  input  logic               en_pi,       
  input  logic [InDw-1 : 0]  a_i,         
  input  logic [InDw-1 : 0]  b_i,         
  output logic               busy_o,
  output logic               div_by_zero_o,
  output logic               div_overflow_o,
  output logic               c_valid_o,   
  output logic [OutDw-1 : 0] c_o          
);
  localparam logic MULT = 1'b0;
  localparam logic DIV  = 1'b1;
  logic              a_neg;
  logic              b_neg;
  logic              c_neg;
  logic              q_neg;     
  logic              r_neg;     
  logic [InDw-1 : 0] a;         
  logic [InDw-1 : 0] b;         
  logic [InDw-1 : 0] shift_en;
  logic [InDw : 0]   addend;
  logic [InDw : 0]   augend;
  logic [InDw : 0]   sum;
  logic              accum_en;
  logic [OutDw : 0]  accum;
  logic [OutDw : 0]  shift_d;
  logic [OutDw : 0]  shift_q;
  logic [OutDw : 0]  shift_dat;
  logic [InDw-1 : 0] quotient;
  logic [InDw-1 : 0] remainder;
  assign a_neg = tc_mode_i[0] & a_i[InDw-1];
  assign b_neg = tc_mode_i[1] & b_i[InDw-1];
  assign c_neg = a_neg ^ b_neg;
  assign q_neg = c_neg;
  assign r_neg = a_neg;
  assign a = (~div_by_zero_o & a_neg) ? (~a_i+1'b1) : a_i;
  assign b = (~div_by_zero_o & b_neg) ? (~b_i+1'b1) : b_i;
  always_ff @(posedge clk_i or negedge rst_ni) begin
    if (!rst_ni) shift_en <= '0;
    else shift_en <= {shift_en[InDw-2 : 0], en_pi};
  end
  assign shift_dat = en_pi ? {(InDw+1)'(0), a} : shift_q;
  assign addend = (operator_i == MULT) ? shift_dat[InDw +: InDw+1] : shift_dat[InDw-1 +: InDw+1];
  assign augend = (operator_i == MULT) ? {1'b0, b} : ({1'b1, ~b} + 1'b1);
  assign sum = addend + augend;
  assign accum_en = (operator_i == MULT) ? shift_dat[0] : ~sum[InDw];
  assign accum = accum_en ? {sum, shift_dat[0 +: InDw]} : shift_dat;
  assign shift_d = (operator_i == MULT) ? sra(|tc_mode_i, accum) : sll(accum, accum_en);
  always_ff @(posedge clk_i or negedge rst_ni) begin
    if (!rst_ni) shift_q <= '0;
    else if (en_pi | (|shift_en)) shift_q <= shift_d;
  end
  assign quotient = sign_fix(~div_by_zero_o & q_neg, shift_q[0 +: InDw]);
  assign remainder = sign_fix(~div_by_zero_o & r_neg, shift_q[InDw +: InDw]);
  always_ff @(posedge clk_i or negedge rst_ni) begin
    if (!rst_ni) c_valid_o <= '0;
    else c_valid_o <= shift_en[InDw-1];
  end
  always_ff @(posedge clk_i or negedge rst_ni) begin
    if (!rst_ni) begin
      c_o <= '0;
    end else begin
      if (operator_i == MULT) begin
        c_o <= c_neg ? (~shift_q[OutDw-1 : 0]+1'b1) : shift_q[OutDw-1 : 0];
      end else begin
        c_o <= {remainder, quotient};
      end
    end
  end
  assign busy_o = (|shift_en);
  assign div_by_zero_o = (~|b_i);
  assign div_overflow_o = (&tc_mode_i) & (&a_i[InDw-1]) & ~(|a_i[InDw-2 : 0]) & (&b_i);
  function automatic [OutDw : 0] sra(logic tc_mode, logic [OutDw : 0] p);
    logic [OutDw : 0] p_shift;
    p_shift = tc_mode ? $signed(p) >>> 1 : p >>> 1;
    return p_shift;
  endfunction
  function automatic [OutDw : 0] sll(logic [OutDw : 0] p, logic lsb);
    logic [OutDw : 0] p_shift;
    p_shift = lsb ? {p[OutDw : InDw], p[InDw-2 : 0], lsb} : {p[OutDw-1 : 0], lsb};
    return p_shift;
  endfunction
  function automatic [InDw-1 : 0] sign_fix(logic neg, logic [InDw-1 : 0] a);
    logic [InDw-1 : 0] a_fix;
    a_fix = neg ? (~a + 1'b1) : a;
    return a_fix;
  endfunction
endmodule
</file>
<file path="config.mk">
export PLATFORM = sky130hd
export DESIGN_NAME = mult_div
export DESIGN_NICKNAME = mult_div
export VERILOG_FILES = /design/flow/design.v
export SDC_FILE = /design/flow/constraint.sdc
export NUM_CORES = 4
export LEC_CHECK = 1
export CORE_UTILIZATION = 50
export SYNTH_HDL_FRONTEND = slang
</file>
==> summary.txt <==
run metrics: OpenROAD warning count 27, Syn Inst Count 394, fillers 558, FF+latch count, synth 42, number of max-cap violations 0, initial antenna violation count 0, Clock Skews 0.003732 ns, switching power 0.0004544 W, yosys cell count 394, worst setup margin 0.5066 ns, Initial Utilization 52.75%, Fmax 192.6 MHz, DPL Wire Length 5.951 mm, switching power share of the total 37.25%, Die H 84.55 µm, CP Max Fanout 3, IO buf count 41, Worst Path Required 5.91 ns, met2 Usage GRT 36.07%, # Post-CTS Setup Buffers 0, largest net degree at the start of global routing 43, H-tree depth 2, Clock Sinks 42, initial DRC count 178, reg2reg path depth 14, clock-pin transition on the worst setup and hold timing paths 0.09 ns, Detail Route Antenna Nets 0, Synth top cells by count nor2_1 (46), dfrtp_1 (42), nand2_1 (39), first-pass GRT wire length 13.38 mm, setup TNS 0 ns, DRC viols 0, Seq pwr share 37.2%, RR Endpoint shift_q[14]$_DFFE_PN0P_, Synth top cell by count nor2_1, Hold Path End shift_en[6]$_DFF_PN0_, status finished, final reports clean, final setup vio count 0, number of global-route vias before repair 2732, Routability Congestion 0.9022, clock share of power 17.1%, CTS Root Buffer Type clkbuf_8, kind of critical path primary input to flop, area leader, netlist dfrtp_1, final hold violations 0, DIE AREA 7148 µm², number of diodes 0, max-slew violation count 0, CORE AREA 6459 µm², clk latency late pin 0.30 ns, Die Width 84.55 µm, mean area per synthesized cell 8.647 µm², Hold Path Depth 0, Comb power frac 45.7%, TritonRoute pass-1 iters 22, pre-CTS WS 0.1931 ns, Placed Area 3899 µm², Main area contributors dfrtp_1 (31%), xnor2_1 (7.5%), mux2i_1 (5.9%), Main synth FF type dfrtp_1, Non-Filler Instances 511, routed len/inst 15.35 µm, Crit. End Element flop, Hold Startpoint shift_en[5]$_DFF_PN0_, RSZ-0062 raised after global routing false, Syn. warnings 0, met1 Track Usage GR 39.60%, Int Power 0.0007653 W, IO Pins 42, worst min-delay path class flop to flop, R2R Setup Slk 1.93 ns, global route hottest layer met1, vias 2969, post-layout period usage 91.11%, Startpoint Class primary input, area share, top type 30.85%, post-synthesis async set-or-reset flop share 100.0%, layout cells sized above 1 8.525%, Pwr per Cell Area 305.3 nW/µm², CTS Buf Count 5, # placed instances 503, Final min period 5.193 ns, M3 GR Usage 3.785%, measured slew at the worst slew-check pin 0.6814 ns, LEAKAGE 1.667 nW, Peak supply drop 0.1838 mV, Cell Type Count 64, CTS tree done, post-cts resize count 0, Post-synth EDFFs 0, final instance area 3995 µm², Overflow after GRT 0, Worst R2R Start shift_q[7]$_DFFE_PN0P_, Arr. time, crit path 5.41 ns, post-layout util 61.86%, slew margin rel. 54.09%, routed vias/inst 5.810, GRT Total Usage 24.06%, Mapped Area 3407 µm², Area Growth Syn to Fin 17.26%, Post-CTS Hold Fix Bufs 0, # rows 29, Routed WL 7.846 mm, synthesis area per yosys 3407 µm², clk buf depth 2, sequential fraction of the synthesis area 30.85%
-- registers in the layout, summed over array words and instances (netlist names) --
register / count
c_o: 16
shift_en: 8
shift_q: 17
c_valid_o: 1
-- worst max path at each step --
stage	start	to	slack (ns)
after CTS	b_i[0]	shift_q[14]$_DFFE_PN0P_	0.51
after global routing	b_i[1]	shift_q[14]$_DFFE_PN0P_	0.22
final	b_i[0]	shift_q[14]$_DFFE_PN0P_	0.51
-- per-stage QoR --
| step | hold WS, ns | power (W) |
|---|---|---|
| 2_1_floorplan | 0.3456 | 0.0008100 |
| 3_3_place_gp | 0.3519 | 0.001017 |
| 3_5_place_dp | 0.3573 | 0.001015 |
| 4_1_cts | 0.3786 | 0.001226 |
| 5_1_grt | 0.3832 | 0.001312 |
| 6_report | 0.3726 | 0.001220 |
-- cells in the final DEF, fill, tap and decap left out, types with 7 or more instances in the layout --
cell type and n:
nor2_1 46, o31ai_1 7, a21oi_1 24, o21ai_1 16, ha_1 13, or3_1 8
xor2_1 12, nand2_1 39, inv_1 13, dfrtp_1 42, nor3_1 10, xnor2_1 29
clkdlybuf4s50_1 39, buf_4 15, mux2i_1 20
-- critical path, stage by stage --
cell and delay (ns):
clkdlybuf4s50_1 0.47, inv_1 0.04, ha_1 0.19, or3b_1 0.20
nor4b_2 0.06, nor2_1 0.13, o31ai_1 0.09, a31oi_1 0.21
inv_1 0.09, nand2_1 0.07, o21ai_1 0.07, ha_1 0.23
fa_1 0.41, a21oi_1 0.21, o211ai_1 0.19, o41ai_4 0.33
xnor3_1 0.41, mux2_4 0.29, or3b_1 0.36, a221oi_2 0.21
-- area by class of cell --
type,count,area (µm²),area share (%)
Clock buffer,5,68.82,1.723
Clock inverter,3,27.53,0.6890
Inverter,15,56.30,1.409
Multi-Input combinational cell,313,2182,54.62
Sequential cell,42,1051,26.31
Tap cell,77,96.34,2.412
Timing Repair Buffer,56,513.0,12.84
-- routing by layer --
layer,wire [µm],up-vias
li1,-,1476
met1,3896,1404
met2,3555,80
met3,339,9
met4,54,0
met5,0,-
-- power groups by stage --
stage | Clock [W] | Sequential [W] | Combinational [W]
CTS | 0.000213 | 0.000453 | 0.000559
global route | 0.000229 | 0.000464 | 0.000620
finish | 0.000209 | 0.000453 | 0.000558
-- logic make-up (layout without fill, tap and decap cells) --
group | count (synthesis) | count (layout) | share of synthesized area (%)
simple gates | 144 | 144 | 20.90
compound gates | 91 | 91 | 19.61
xor+xnor | 43 | 43 | 11.86
flops | 42 | 42 | 30.85
buf+inv | 39 | 79 | 5.105
mux | 21 | 21 | 6.316
fa+ha+maj | 14 | 14 | 5.362
No activity file was given, so power comes from the tool's default toggle rates.
