==> ./run.sh <==
#!/bin/bash
# OpenROAD 26Q1-2900-gdf79404cd8, Yosys 0.63+post, stock flow scripts
make -C /OpenROAD-flow-scripts/flow DESIGN_CONFIG=/design/flow/config.mk WORK_HOME=/design/flow/orfs finish
==> ./config.mk <==
export PLATFORM = sky130hd
export DESIGN_NAME = mult_sa
export DESIGN_NICKNAME = mult_sa
export VERILOG_FILES = /design/flow/design.v
export SDC_FILE = /design/flow/constraint.sdc
export NUM_CORES = 4
export LEC_CHECK = 1
export CORE_UTILIZATION = 50
export SYNTH_HDL_FRONTEND = slang
==> ./constraint.sdc <==
current_design mult_sa

set clk_period 4.7
set clk_io_pct 0.2

create_clock -name clk0 -period $clk_period [get_ports {clk_i}]

set non_clock_inputs [all_inputs -no_clocks]
set_input_delay [expr $clk_period * $clk_io_pct] -clock clk0 $non_clock_inputs
set_output_delay [expr $clk_period * $clk_io_pct] -clock clk0 [all_outputs]
==> ./design.v <==
package math_pkg;
  typedef enum integer {
      MBE_I   = 0,
      MBE_II  = 1,
      MBE_III = 2,
      MBE_IV  = 3
  } mbe_e;
  typedef enum logic [2 : 0] {
    SLL = 3'b000,
    SRL = 3'b100,
    SRA = 3'b101,
    SLB = 3'b011,
    SRB = 3'b111
  } shift_mode_e;
  typedef enum logic [3 : 0] {
    DIRECT_UP         = 4'b0000,
    DIRECT_DOWN       = 4'b0001,
    DIRECT_TO_ZERO    = 4'b0010,
    DIRECT_AWAY_ZERO  = 4'b0011,
    NEAREST_UP        = 4'b1000,
    NEAREST_DOWN      = 4'b1001,
    NEAREST_TO_ZERO   = 4'b1010,
    NEAREST_AWAY_ZERO = 4'b1011,
    NEAREST_EVEN      = 4'b1100,
    NEAREST_ODD       = 4'b1101
  } round_mode_e;
endpackage
module mult_sa
#(
  parameter int unsigned ADw = 8,
  parameter int unsigned BDw = 8,
  parameter int unsigned OptBw = 1,   
  localparam int unsigned CDw = ADw + BDw
) (
  input  logic             clk_i,
  input  logic             rst_ni,
  input  logic [1 : 0]     tc_mode_i,   
  input  logic             en_pi,       
  input  logic [ADw-1 : 0] a_i,         
  input  logic [BDw-1 : 0] b_i,         
  output logic             busy_o,
  output logic             c_valid_o,   
  output logic [CDw-1 : 0] c_o          
);
  localparam int unsigned Max = (ADw >= BDw) ? ADw : BDw;
  localparam int unsigned Min = (ADw >= BDw) ? BDw : ADw;
  localparam int unsigned MDw = (OptBw == 1) ? Max : Min;
  localparam int unsigned NDw = (OptBw == 1) ? Min : Max;
  logic             a_neg;
  logic             b_neg;
  logic             c_neg;
  logic [ADw-1 : 0] a_p;     
  logic [BDw-1 : 0] b_p;     
  logic [MDw-1 : 0] m;       
  logic [NDw-1 : 0] n;       
  logic [NDw-1 : 0] shift_en;
  logic [MDw-1 : 0] adder;
  logic [MDw : 0]   sum;
  logic [CDw : 0]   acc;
  logic [CDw : 0]   product_d;
  logic [CDw : 0]   product_q;
  assign a_neg = tc_mode_i[0] & a_i[ADw-1];
  assign b_neg = tc_mode_i[1] & b_i[BDw-1];
  assign c_neg = a_neg ^ b_neg;
  assign a_p = a_neg ? (~a_i+1'b1) : a_i;
  assign b_p = b_neg ? (~b_i+1'b1) : b_i;
  assign m = (OptBw == 1) ? ((ADw >= BDw) ? a_p : b_p)   
                          : ((ADw >= BDw) ? b_p : a_p);  
  assign n = (OptBw == 1) ? ((ADw >= BDw) ? b_p : a_p)   
                          : ((ADw >= BDw) ? a_p : b_p);  
  always_ff @(posedge clk_i or negedge rst_ni) begin
    if (!rst_ni) shift_en <= '0;
    else shift_en <= {shift_en[NDw-2 : 0], en_pi};
  end
  assign adder = ((en_pi & n[0]) | (~en_pi & product_q[0])) ? m : '0;
  assign sum = en_pi ? {1'b0, adder} : (adder + product_q[NDw +: MDw]);
  assign acc = en_pi ? {sum, n} : {sum, product_q[0 +: NDw]};
  assign product_d = sra(|tc_mode_i, acc);
  always_ff @(posedge clk_i or negedge rst_ni) begin
    if (!rst_ni) begin
      product_q <= '0;
    end else if (en_pi | (|shift_en)) begin
      product_q <= product_d;
    end
  end
  always_ff @(posedge clk_i or negedge rst_ni) begin
    if (!rst_ni) c_valid_o <= '0;
    else c_valid_o <= shift_en[NDw-1];
  end
  always_ff @(posedge clk_i or negedge rst_ni) begin
    if (!rst_ni) c_o <= '0;
    else c_o <= c_neg ? (~product_q[CDw-1 : 0]+1'b1) : product_q[CDw-1 : 0];
  end
  assign busy_o = (|shift_en);
  function automatic [CDw : 0] sra(logic tc_mode, logic [CDw : 0] p);
    logic [CDw : 0] p_shift;
    p_shift = tc_mode ? $signed(p) >>> 1 : p >>> 1;
    return p_shift;
  endfunction
endmodule
==> report_table.html <==
<h3>Flow metrics</h3>
<table>
<tr><th>Metric</th><th>Value</th></tr>
<tr><th colspan="2">Final timing</th></tr>
<tr><td>Minimum setup slack in the final design</td><td>991 ps</td></tr>
<tr><td>Sum of negative setup slack</td><td>0 ps</td></tr>
<tr><td>Highest attainable clock frequency</td><td>270 MHz</td></tr>
<tr><td>Minimum clock period</td><td>3710 ps</td></tr>
<tr><td>Maximum clock skew at final layout</td><td>4.35 ps</td></tr>
<tr><td>Final hold violation count</td><td>0</td></tr>
<tr><td>Slew at the pin closest to its max-slew limit</td><td>728 ps</td></tr>
<tr><td>Worst slew margin relative to its limit</td><td>51.3%</td></tr>
<tr><td>Cycle use final</td><td>78.9%</td></tr>
<tr><td>Final tally of setup violations</td><td>0</td></tr>
<tr><td>Max-slew violations</td><td>0</td></tr>
<tr><td>RSZ-0062 raised after global routing</td><td>no</td></tr>
<tr><th colspan="2">Yosys</th></tr>
<tr><td>Cell with the most instances after synthesis</td><td>sky130_fd_sc_hd__dfrtp_1</td></tr>
<tr><td>Cell types with the largest area share after synthesis</td><td>sky130_fd_sc_hd__dfrtp_1 44%, sky130_fd_sc_hd__ha_1 5.9%, sky130_fd_sc_hd__xnor2_1 5.2%</td></tr>
<tr><td>Main logic family after synthesis</td><td>AND-OR/OR-AND gates</td></tr>
<tr><td>Distinct cell type count after synthesis</td><td>43</td></tr>
<tr><td>Top-area cell type share of the netlist area</td><td>43.9%</td></tr>
<tr><td>Share of synthesized area occupied by flip-flops and latches</td><td>43.9%</td></tr>
<tr><td>Number of synthesized flops with an enable pin</td><td>0</td></tr>
<tr><td>And-or/or-and share of the synthesized area</td><td>16.7%</td></tr>
<tr><td>Area fraction in mux cells</td><td>4.76%</td></tr>
<tr><td>XOR/XNOR share of the synthesized area</td><td>10.1%</td></tr>
<tr><td>Synthesis area per yosys</td><td>2340 um2</td></tr>
<tr><td>Number of flip-flops and latches in the synthesized netlist</td><td>41</td></tr>
<tr><td>Fa+ha+maj area frac</td><td>6.75%</td></tr>
<tr><td>Post-Synth Simple-Gate Area</td><td>15.3%</td></tr>
<tr><td>Most area-hungry cell type in the Yosys netlist</td><td>sky130_fd_sc_hd__dfrtp_1</td></tr>
<tr><td>Average cell area after synthesis</td><td>9.82 um2</td></tr>
<tr><td>Share of synthesized registers carrying an async set or reset</td><td>100%</td></tr>
<tr><td>Leading cell types by count after synthesis</td><td>41 x sky130_fd_sc_hd__dfrtp_1, 23 x sky130_fd_sc_hd__nor2_1, 19 x sky130_fd_sc_hd__nand2_1</td></tr>
<tr><td>Total standard cell area after synthesis</td><td>2340 um2</td></tr>
<tr><td>Count of synthesis-stage warnings from yosys</td><td>0</td></tr>
<tr><td>Most used flip-flop cell</td><td>sky130_fd_sc_hd__dfrtp_1</td></tr>
<tr><td>Number of cells in the yosys synthesis report</td><td>238</td></tr>
<tr><td>Gate count of the mapped netlist</td><td>238</td></tr>
<tr><th colspan="2">Global routing</th></tr>
<tr><td>Remaining Overflow, GRT</td><td>0</td></tr>
<tr><td>Largest net degree at the start of global routing</td><td>42</td></tr>
<tr><td>Initial antenna violation count</td><td>0</td></tr>
<tr><td>Number of global-route vias before repair</td><td>1683</td></tr>
<tr><td>Global-route total usage across every layer</td><td>19.7%</td></tr>
<tr><td>Global-route wire length before repair</td><td>7.69 mm</td></tr>
<tr><th colspan="2">Job</th></tr>
<tr><td># Max-Cap Violations</td><td>0</td></tr>
<tr><td>Count of tool warnings</td><td>26</td></tr>
<tr><th colspan="2">Pwr</th></tr>
<tr><td>Combinational power share</td><td>29.9%</td></tr>
<tr><td>Pwr Density</td><td>354 nW/um2</td></tr>
<tr><td>Net switching fraction of the power</td><td>28.3%</td></tr>
<tr><td>Power dissipated by switching net loads</td><td>0.000287 W</td></tr>
<tr><td>Cell-internal power</td><td>0.000728 W</td></tr>
<tr><td>Leak</td><td>1.31 nW</td></tr>
<tr><td>Maximum VDD drop</td><td>153 uV</td></tr>
<tr><td>Proportion of power drawn by the clock network</td><td>23.8%</td></tr>
<tr><td>Seq pwr share</td><td>46.4%</td></tr>
<tr><th colspan="2">Clock tree</th></tr>
<tr><td>Clk slew on worst S/H paths</td><td>70 ps</td></tr>
<tr><td>Number of instances resized during post-cts repair</td><td>0</td></tr>
<tr><td>Hold bufs inserted after CTS</td><td>0</td></tr>
<tr><td>TritonCTS clock tree</td><td>done</td></tr>
<tr><td>Clock latency at the later pin of the worst-skew pair</td><td>290 ps</td></tr>
<tr><td>Max H-tree Level</td><td>2</td></tr>
<tr><td>Buffers from clock root to sink, at most</td><td>2</td></tr>
<tr><td>CTS Sinks</td><td>41</td></tr>
<tr><td>TritonCTS Buffers</td><td>5</td></tr>
<tr><td>Clk Tree Root Cell</td><td>sky130_fd_sc_hd__clkbuf_8</td></tr>
<tr><td>Postcts setup bufs</td><td>0</td></tr>
<tr><th colspan="2">Worst setup path</th></tr>
<tr><td>Crit path largest cell delay</td><td>720 ps</td></tr>
<tr><td>Setup crit end kind</td><td>register</td></tr>
<tr><td>Cell with the biggest individual delay on the critical path</td><td>sky130_fd_sc_hd__clkdlybuf4s50_1</td></tr>
<tr><td>Startpoint types</td><td>primary input</td></tr>
<tr><td>RR Startpoint</td><td>product_q[0]$_DFFE_PN0P_</td></tr>
<tr><td>Highest fanout seen on the critical path</td><td>21</td></tr>
<tr><td>Worst Reg2Reg Path Length in Cells</td><td>10</td></tr>
<tr><td>Path type of the worst setup path</td><td>in2reg</td></tr>
<tr><td>Worst path cell trace</td><td>clkdlybuf4s50_1, buf_4, o21a_1, nor2_1, ha_1, fa_1, a211oi_1, o21ai_0, a21o_1, a31oi_1, o22ai_1</td></tr>
<tr><td>Reg2reg setup slack</td><td>2170 ps</td></tr>
<tr><td>Data arrival time of the worst path</td><td>3860 ps</td></tr>
<tr><td>Reg2reg end</td><td>product_q[13]$_DFFE_PN0P_</td></tr>
<tr><td>Required time of the critical path</td><td>4860 ps</td></tr>
<tr><th colspan="2">Die</th></tr>
<tr><td>Cell Rows</td><td>24</td></tr>
<tr><td>Core Util at FP</td><td>52.9%</td></tr>
<tr><td>Width of the chip</td><td>70.4 um</td></tr>
<tr><td>Die height</td><td>70.4 um</td></tr>
<tr><td>Area of the placeable core</td><td>4410 um2</td></tr>
<tr><td>Area of the die</td><td>4950 um2</td></tr>
<tr><td>Ports placed on the boundary</td><td>39</td></tr>
<tr><th colspan="2">Route</th></tr>
<tr><td>Initial DRC Count</td><td>102</td></tr>
<tr><td>Count of antenna-violating nets left after detailed routing</td><td>0</td></tr>
<tr><td>Via density per instance</td><td>5.49</td></tr>
<tr><td>Average wire length per cell after detail routing</td><td>13.1 um</td></tr>
<tr><td>Drt drc</td><td>0</td></tr>
<tr><td>Antenna cell count</td><td>0</td></tr>
<tr><td>Via total after detailed routing</td><td>1822</td></tr>
<tr><td>Final wirelength</td><td>4.35 mm</td></tr>
<tr><td>Detailed-router iteration count before antenna repair</td><td>4</td></tr>
<tr><th colspan="2">Final layout</th></tr>
<tr><td>Fin util</td><td>65.0%</td></tr>
<tr><td>Area growth from synthesis to final layout</td><td>22.8%</td></tr>
<tr><td>Layout fillers</td><td>361</td></tr>
<tr><td>Fraction of layout cells with a size suffix above 1</td><td>6.79%</td></tr>
<tr><th colspan="2">Worst hold path</th></tr>
<tr><td>Launch instance of the worst min-delay path</td><td>shift_en[4]$_DFF_PN0_</td></tr>
<tr><td>Depth of the worst hold-timing path</td><td>0</td></tr>
<tr><td>Worst hold-check path type</td><td>reg2reg</td></tr>
<tr><td>End of the worst hold path</td><td>shift_en[5]$_DFF_PN0_</td></tr>
<tr><th colspan="2">Place</th></tr>
<tr><td>IO buf count</td><td>38</td></tr>
<tr><td>Worst slack, placed</td><td>672 ps</td></tr>
<tr><td>Post-detailed-placement half-perimeter wirelength</td><td>3.43 mm</td></tr>
<tr><td>Final Wtd Congestion</td><td>0.943</td></tr>
<tr><th colspan="2">Run status</th></tr>
<tr><td>Run status</td><td>finished, final reports clean</td></tr>
</table>
how the worst max path moves through the flow:
stage / to / slack, ps / startpoint
CTS: product_q[13]$_DFFE_PN0P_ / 970 / en_pi
global route: product_q[13]$_DFFE_PN0P_ / 790 / en_pi
finish: product_q[13]$_DFFE_PN0P_ / 990 / en_pi
stage by stage:
stage	power, W	instances	hold slack, ps	instance area, um2
floorplan	0.000637	238	354	2340
global placement	0.000781	324	360	2770
detailed placement	0.000783	324	364	2770
CTS	0.00102	332	380	2870
global route	0.00109	332	392	2870
finish	0.00102	332	377	2870
placed cells by master (no fill, tap or decap), types with 10 or more instances in the layout:
| cell | n |
|---|---|
| sky130_fd_sc_hd__dfrtp_1 | 41 |
| sky130_fd_sc_hd__clkdlybuf4s50_1 | 37 |
| sky130_fd_sc_hd__nor2_1 | 23 |
| sky130_fd_sc_hd__nand2_1 | 19 |
| sky130_fd_sc_hd__o21ai_0 | 15 |
| sky130_fd_sc_hd__xnor2_1 | 14 |
| sky130_fd_sc_hd__xor2_1 | 13 |
| sky130_fd_sc_hd__a21oi_1 | 13 |
| sky130_fd_sc_hd__ha_1 | 11 |
| sky130_fd_sc_hd__mux2i_1 | 10 |
metal layers:
layer / up-vias / share of wire, % / GRT usage (%)
met5: - / 0 / 0
met4: 0 / 1.4 / 2.22
met3: 5 / 4.6 / 3.21
met2: 52 / 42 / 28.5
met1: 827 / 52 / 33.4
li1: 938 / - / -
final cells by class:
class	instances	area [um2]	area share, %
sequential	41	1030	35.8
clock buffer	7	96.3	3.36
multi-input combinational	182	1250	43.7
inverter	9	33.8	1.18
timing repair buffer	40	390	13.6
clock inverter	1	5.00	0.174
tap	52	65.1	2.27
worst max-delay path, delay by kind of cell:
| family | cells | cell delay (ps) |
|---|---|---|
| AND-OR/OR-AND | 6 | 1190 |
| adder cells (fa/ha/maj) | 2 | 650 |
| buffers and inverters | 2 | 1010 |
| AND/OR/NAND/NOR | 1 | 70 |
power by group through the flow:
stage | Clock (W) | Sequential, W | Combinational [W]
after CTS | 0.000247 | 0.000471 | 0.000306
after global routing | 0.000267 | 0.000480 | 0.000343
final | 0.000241 | 0.000471 | 0.000303
kinds of logic after synthesis:
| group | count (synthesis) |
|---|---|
| muxes | 11 |
| xor gates and xnor gates | 27 |
| AOI/OAI and AO/OA | 60 |
| DFF | 41 |
| buffers and inverters | 15 |
| adders and majority gates | 12 |
| and+or+nand+nor | 72 |
registers in the layout, summed over array words and instances, names as in the netlist:
name / cells
product_q: 16
c_o: 16
shift_en: 8
c_valid_o: 1
Power figures rest on the tool's default switching activity, not on a simulated workload.
